[flow/run.sh]
#!/bin/bash
# OpenROAD 26Q1-2900-gdf79404cd8, Yosys 0.63+post, stock flow scripts
make -C /OpenROAD-flow-scripts/flow DESIGN_CONFIG=/design/flow/config.mk WORK_HOME=/design/flow/orfs finish
[flow/config.mk]
export PLATFORM = sky130hd
export DESIGN_NAME = controller
export DESIGN_NICKNAME = controller
export VERILOG_FILES = /design/flow/design.v
export SDC_FILE = /design/flow/constraint.sdc
export NUM_CORES = 4
export LEC_CHECK = 1
export CORE_AREA = 10 10 71 71
export DIE_AREA = 0 0 81 81
[flow/constraint.sdc]
current_design controller

set clk_period 2.8
set clk_io_pct 0.2

create_clock -name clk0 -period $clk_period

set non_clock_inputs [all_inputs -no_clocks]
set_input_delay [expr $clk_period * $clk_io_pct] -clock clk0 $non_clock_inputs
set_output_delay [expr $clk_period * $clk_io_pct] -clock clk0 [all_outputs]
[flow/design.v]
`timescale 1ns / 1ps
module controller( input [5:0] opcode, func,
						 input [31:0] inst_in,
                   output [3:0] ALUopcode,
						 output RegW, MemW, beq, bne, ext,
						 output [1:0] sourceA, sourceB, toReg, destReg, jump
    );
	wire rtype_ALU, itype_ALU, lw, sw, shift, beq, bne, j, jr,  jal, jalr, nop;
	first_decoder decoder_1(	.opcode(opcode), .func(func), .inst_in(inst_in),
										.rtype_ALU(rtype_ALU), .itype_ALU(itype_ALU),
										.lw(lw), .sw(sw), .shift(shift), .nop(nop),
										.beq(beq), .bne(bne), .j(j), .jr(jr), .jal(jal), .jalr(jalr));
	second_decoder decoder_2(	.func(func), .opcode(opcode), .nop(nop),
										.rtype_ALU(rtype_ALU), .itype_ALU(itype_ALU), .lw(lw), .sw(sw), 
										.beq(beq), .bne(bne), .j(j), .jal(jal), .jr(jr),
										.jalr(jalr), .shift(shift), .ext(ext),
										.RegW(RegW), .sourceB(sourceB), .MemW(MemW), .toReg(toReg), 
										.destReg(destReg), .jump(jump), .sourceA(sourceA), .ALUopcode(ALUopcode));
endmodule
`timescale 1ns / 1ps
module first_decoder( 	input [5:0] opcode, func, input [31:0] inst_in,
								output rtype_ALU, itype_ALU,
								lw, sw, beq, bne, jal, jalr, shift, nop, j, jr
							);
	 assign nop = (inst_in == 32'h0) ? 1 : 0;
	 assign rtype_ALU = (opcode == 6'b000000 && inst_in != 32'h0) ? 1 : 0;
	 assign itype_ALU = (opcode < 6'b010000 && opcode > 6'b000111) ? 1 : 0;
	 assign lw = (opcode == 6'b100011) ? 1 : 0;
	 assign sw = (opcode == 6'b101011) ? 1 : 0;
	 assign beq = (opcode == 6'b000100) ? 1 : 0;
	 assign bne = (opcode == 6'b000101) ? 1 : 0;
	 assign j = (opcode == 6'b000010) ? 1 : 0;
	 assign jr = (opcode == 6'b000000 && func == 6'd8) ? 1 : 0;
	 assign jal = (opcode == 6'b000011) ? 1 : 0;
	 assign jalr = (opcode == 6'b000000 && func == 6'd9) ? 1'b1 : 1'b0;
	 assign shift = (inst_in != 32'h0 && opcode == 6'b000000 && (func == 6'd2 || func == 6'd0)) ? 1'b1 : 1'b0;
endmodule
`timescale 1ns / 1ps
module second_decoder( input [5:0] func, opcode, 
                       input wire rtype_ALU, itype_ALU, lw, sw, j, jr, jal, jalr, shift, beq, bne, nop,
							  output RegW, MemW, ext,
							  output [1:0] sourceA, sourceB, toReg, destReg, jump,
							  output [3:0] ALUopcode
							);
	reg [3:0] ALU_reg;
	reg [1:0] sourceA_reg, sourceB_reg, toReg_reg, destReg_reg, jump_reg;
	always @ * begin
		if(rtype_ALU) begin
			case(func)
				6'h0:  ALU_reg <= 4'b1000;  
				6'd2:  ALU_reg <= 4'b0101;  
				6'd9:  ALU_reg <= 4'b0010;  
				6'd32: ALU_reg <= 4'b0010;  
				6'd34: ALU_reg <= 4'b0110;  
				6'd36: ALU_reg <= 4'b0000;  
				6'd37: ALU_reg <= 4'b0001;  
				6'd38: ALU_reg <= 4'b0011;  
				6'd39: ALU_reg <= 4'b0100;  
				6'd42: ALU_reg <= 4'b0111;  
			endcase
		end
		else if(itype_ALU) begin
			case(opcode)
				6'h8: ALU_reg <= 4'b0010;  
				6'ha: ALU_reg <= 4'b0111;  
				6'hc: ALU_reg <= 4'b0000;  
				6'hd: ALU_reg <= 4'b0001;  
				6'he: ALU_reg <= 4'b0011;  
				6'hf: ALU_reg <= 4'b1000;  
			endcase
		end
		else if(beq || bne)
			ALU_reg <= 4'b0110;
		else
			ALU_reg <= 4'b0010;  
	end
	assign ALUopcode = ALU_reg;
	always @ * begin
		if(opcode == 6'hf)  
			sourceA_reg <= 2'b01;
		else if(shift)
			sourceA_reg <= 2'b10;
		else
			sourceA_reg <= 2'b00;
	end
	assign sourceA = sourceA_reg;
	always @ *
		if(lw || sw || (itype_ALU && opcode != 6'h0f))  
			sourceB_reg <= 2'b01;
		else if(shift)
			sourceB_reg <= 2'b10;
		else if(opcode == 6'h0f)
			sourceB_reg <= 2'b11;
		else
			sourceB_reg <= 2'b00;
	assign sourceB = sourceB_reg;
	always @ *
		if(lw)
			toReg_reg <= 2'b01;
		else if(jal | jalr)
			toReg_reg <= 2'b10;
		else
			toReg_reg <= 2'b00;
	assign toReg = toReg_reg;
	always @ *
		if(lw | itype_ALU )
			destReg_reg <= 2'b01;
		else if(jal)
			destReg_reg <= 2'b10;
		else
			destReg_reg <= 2'b00;
	assign destReg = destReg_reg;
	always @ *
		if(j | jal)
			jump_reg <= 2'b01;
		else if(jalr | jr)
			jump_reg <= 2'b10;
		else
			jump_reg <= 2'b00;
	assign jump = jump_reg;		
	assign RegW = lw | itype_ALU | (rtype_ALU & ~nop) | jal ;  
	assign MemW = sw;
	assign ext = (opcode == 6'h8 || opcode == 6'ha || beq || bne) ? 1 : 0;  
endmodule
==> results.yml <==
# yosys + openroad results
cells_and_area:
  fillers: 370
  largest_reg_flops: 4
  seqCellArea_sq_um: 60.1
  area_delta_synth_final_pct: 148
  mi_logic_area_sq_um: 502
  postLayoutCellArea_sq_um: 1430
  drive_gt1_frac: 0.193
die:
  core_sq_um: 3630
  die_w_um: 81
  die_area_sq_um: 6560
  num_io_pins: 63
  fp_util: 0.158
  rows: 22
  dieHeight_um: 81
detailed_routing:
  wl_per_cell_um: 13.5
  routed_wl_um: 2950
  route.detailed.drc: 0
  vias: 979
  drt_iter0_drc: 86
  insertedDiodeCount: 0
  dr.pass1.iters: 4
  viasPerCell: 4.47
  ant_nets: 0
logic_synthesis:
  syn_inst: 91
  largest_area_cell: "nor2_1"
  ys_cells: 91
  edf_count: 0
  yosys_area_sq_um: 576
  ys.warnings.count: 1
  syn_area_sq_um: 576
  ys_async_sr_fraction: 0
  common_cells: "nor2_1 (18), nor4_1 (8), nand2_1 (6), nand2b_1 (6), o21ai_0 (5)"
  yosysMostFrequentCell: "nor2_1"
  ys_types: 33
  numSynthFlops: 4
  yosys.area.top_type_share: 0.117
  avgSynthCellArea_sq_um: 6.32
  ys.flop_type: "dlxtn_1"
  topCellsByArea: "nor2_1 (12%), dlxtn_1 (10%), nor4_1 (8.7%)"
timing:
  period_used_share: 0.965
  layout_min_cycle_time_ps: 2700
  finalHoldViolCount: 0
  drv_slew: 0
  worst_pin_slew_ps: 486
  unclocked_pins: 4
  setup_viol_count_final: 0
  fmax_mhz: 370
  untimed_endpoints: 8
  fin_ws_ps: 97.7
  relSlewSlack: 0.675
global_route:
  use_met2: 0.129
  gr-usage-met1: 0.117
  grt.total_usage: 0.0876
  grt_busiest_layer: "met2"
  grt_pass1_vias: 1025
  antenna_found_initial: 0
  grt_max_degree: 8
  grt_overflow_total: 0
  grt_pass1_wl_um: 4740
  grt.met3_usage: 0.0490
critical_path:
  cp-start-kind: "input port"
  critPathKind: "input port to output port"
  critPathMaxFanout: 3
  crit_required_ps: 2240
  arrival_ps: 2140
  crit_path_end_kind: "output port"
clock_tree:
  ctsHoldBuffers: 0
run:
  warnings: 33
  cap_violations: 0
placement:
  pre_cts_ws_ps: -147
  dp_hpwl_um: 2610
  io_buffers: 63
  place.gp.congestion: 0.808
  dpl_cell_area_sq_um: 1360
min_path:
  whs_path_depth: 4
  hold_class: "input port to output port"
  worstHoldStart: "opcode[4]"
  min_to: "RegW"
power_and_ir_drop:
  power.leakage_nw: 0.585
  ir_drop_uv: 44.2
  powerDensity_nw_per_um2: 99.0
status:
  status: "completed"
==> worst max-delay path, cell delays in order <==
cell	delay, ps
clkdlybuf4s50_1	450
nor2_2	110
nor4b_4	260
nand3_1	140
buf_4	150
buf_4	120
nor2_2	130
dlygate4sd2_1	230
==> where the power goes <==
group | total, mW | leakage (nW) | switching, mW | internal, mW
logic | 0.140 | 0.553 | 0.0493 | 0.0907
clock network | 0 | 0 | 0 | 0
registers | 0.00135 | 0.0315 | 0.0000148 | 0.00134
total | 0.141 | 0.585 | 0.0493 | 0.0921
==> per-stage QoR <==
step	hold WS [ps]	power, mW	std cells	util	setup TNS (ps)
after floorplan	1130	0.0398	91	-	0
after global placement	2170	0.138	214	0.374	-256
after detailed placement	2190	0.139	214	0.374	-525
after CTS	1930	0.140	216	0.382	-44.9
after global routing	1720	0.153	219	0.393	-24.8
final	1690	0.141	219	0.393	0
==> layer usage <==
layer	vias up	routed length [um]
met5	-	0
met4	0	0
met3	0	419
met2	56	1200
met1	420	1330
li1	503	-
==> worst max path at each step <==
stage,from,endpoint,slack [ps],cells past startpoint
global route,opcode[3],jump[1],-20,8
finish,opcode[3],jump[1],100,8
CTS,opcode[3],sourceB[1],-40,6
==> kinds of logic (layout without fill, tap and decap cells) <==
kind of cell	count (synthesis)	in the layout	synth area share
AND/OR/NAND/NOR	58	58	0.559
latches	4	4	0.104
AND-OR/OR-AND	20	20	0.243
XOR/XNOR	1	1	0.0152
buffers and inverters	8	88	0.0783
==> layout by cell type, fill, tap and decap left out, types with 3 or more instances in the layout <==
master	synthesis	layout
clkdlybuf4s50_1	0	53
buf_4	2	22
nor2_1	18	16
dlygate4sd2_1	0	7
nand2_1	6	6
nand2b_1	6	6
nor4_1	8	5
nor3_1	4	4
dlxtn_1	4	4
inv_1	3	3
a21oi_1	3	3
nor2b_1	3	3
nor4_2	0	3
o21ai_0	5	3
o32ai_1	3	3
dlymetal6s2s_1	0	3
==> cell type report <==
class / instances / area share
timing repair buffer: 85 / 0.557
multi-input combinational: 79 / 0.351
sequential: 4 / 0.0421
tap: 48 / 0.0421
inverter: 3 / 0.00789
==> what timing repair did <==
| action | 4_1_cts | 5_1_grt |
|---|---|---|
| buffers inserted | 2 | 3 |
| gates cloned | 0 | 0 |
| setup endpoints to repair | 6 | 4 |
| resized | 13 | 6 |
| pin swaps | 4 | 7 |
Power is estimated from default activity; no workload was simulated.
