$ cat design/flow/run.sh
#!/bin/bash
# OpenROAD 26Q1-2900-gdf79404cd8, Yosys 0.63+post, stock flow scripts
make -C /OpenROAD-flow-scripts/flow DESIGN_CONFIG=/design/flow/config.mk WORK_HOME=/design/flow/orfs finish
$ cat design/flow/constraint.sdc
current_design Regs

set clk_period 17.4
set clk_io_pct 0.2

create_clock -name clk0 -period $clk_period [get_ports {clk}]

set non_clock_inputs [all_inputs -no_clocks]
set_input_delay [expr $clk_period * $clk_io_pct] -clock clk0 $non_clock_inputs
set_output_delay [expr $clk_period * $clk_io_pct] -clock clk0 [all_outputs]
$ cat design/flow/design.v
`timescale 1ns / 1ps
module Regs( input clk, rst, we, 
		       input [4:0] reg_Rs_addr_A, reg_Rt_addr_B, reg_Wt_addr, 
		       input [31:0] wdata,
		       output [31:0] rdata_A, rdata_B,
				 input [4:0] test_reg_index,
				 output [31:0] test_reg_result
		    );
	reg [31:0] register [1:31]; 		 
	assign rdata_A = (reg_Rs_addr_A == 0) ? 0 : register[reg_Rs_addr_A];	    
	assign rdata_B = (reg_Rt_addr_B == 0) ? 0 : register[reg_Rt_addr_B];   	 
	assign test_reg_result = 
		(test_reg_index == 0) ? 0 : register[test_reg_index];						 
	always @(negedge clk or posedge rst) 
      begin   
			if (rst==1) begin
				register[1] <= 0; register[2] <= 0; register[3] <= 0;
			register[4] <= 0; register[5] <= 0; register[6] <= 0; register[7] <= 0;
			register[8] <= 0; register[9] <= 0; register[10] <= 0; register[11] <= 0;
			register[12] <= 0; register[13] <= 0; register[14] <= 0; register[15] <= 0;
			register[16] <= 0; register[17] <= 0; register[18] <= 0; register[19] <= 0;
			register[20] <= 0; register[21] <= 0; register[22] <= 0; register[23] <= 0;
			register[24] <= 0; register[25] <= 0; register[26] <= 0; register[27] <= 0;
			register[28] <= 0; register[29] <= 0; register[30] <= 0; register[31] <= 0;
			end  
		   else if ((reg_Wt_addr != 0) && (we == 1)) 
				register[reg_Wt_addr] <= wdata;      			 
	   end
endmodule
$ cat design/flow/config.mk
export PLATFORM = sky130hd
export DESIGN_NAME = Regs
export DESIGN_NICKNAME = Regs
export VERILOG_FILES = /design/flow/design.v
export SDC_FILE = /design/flow/constraint.sdc
export NUM_CORES = 4
export LEC_CHECK = 1
export CORE_UTILIZATION = 30
==> impl_report.txt <==
=== SYNTHESIS / PLACE & ROUTE SUMMARY ===
----------------------------------------------------
[Yosys]
  Top cells by count ........................ nand3_1, mux2_2, dfrtn_1, a22oi_1, nand4_1
  Cell types occupying the most area after synthesis ........................ dfrtn_1, mux2_2, nand3_1
  Syn Std Cell Area ........................ 59700 um2
  Mean post-synth cell area ........................ 10.0 um2
  Synth flops ........................ 992
  Number of enable-type register cells in the synthesized netlist ........................ 0
  Post-synthesis cell type with the largest combined area ........................ dfrtn_1
  Most common cell in the netlist ........................ nand3_1
  Post-synth cell types ........................ 76
  # Cells Yosys ........................ 5973
  Yosys stat area ........................ 59700 um2
  Yosys synthesis warning count ........................ 2
  Top flip-flop cell by instance count after synthesis ........................ dfrtn_1
  Synthesized netlist cell count ........................ 5973
  Dominant cell area share ........................ 0.416
  Async S/R FF share, synth ........................ 1.00
  Sequential cell area fraction in the yosys report ........................ 0.416

[Timing]
  Unrepaired setup endpoints after global routing ........................ false
  Transition at the pin with the smallest max-transition slack ........................ 1.52 ns
  Rel. slew slack ........................ -0.0186
  Post-route worst hold slack ........................ 0.499 ns
  Skew final ........................ 0 ns
  Setup-violating endpoint count in the final report ........................ 0
  Post-route worst setup slack ........................ 1.74 ns
  Final Hold Viols ........................ 0
  Final max-slew violation count ........................ 4

[Floorplan]
  Chip Footprint ........................ 201000 um2
  Pre-placement core utilization ........................ 0.302
  Die Width ........................ 448 um
  Io pins ........................ 151
  Die height ........................ 448 um
  Std-Cell Core Area ........................ 198000 um2
  Standard-cell row count ........................ 163

[Routing]
  Drt via density ........................ 7.60
  # DRC ........................ 0
  Initial DRT Pass Iterations ........................ 9
  Total number of vias ........................ 66600
  Total routed wirelength ........................ 479 mm
  Iteration-0 DRC count of the detailed router ........................ 9638
  Antenna Violating Nets Remaining ........................ 0
  Per-cell routed wire length ........................ 54.7 um

[Layout]
  Layout cells sized above 1 ........................ 0.294
  Flip-flop count of the largest register, all copies and words added ........................ 992
  Fill cell count ........................ 19700
  Largest registers ........................ register: 992 flops
  Largest register by flop count ........................ register
  Area growth syn-to-layout ........................ 16.8%

[CTS]
  Clock sink total ........................ 992
  Quantity of gates resized following cts ........................ 0
  Clk latency of the worst-skew pair ........ 0.73 ns
  Maximum buffer depth of the clock tree ........................ 3
  Buffers inserted by post-CTS timing repair ........................ 0
  CTS tree ........................ built
  Clock transition at the registers of the reported paths ........................ 0.05 ns
  H-tree depth ........................ 3
  Quantity of hold-fixing buffers added after cts ........................ 0
  CTS buffer count ........................ 120
  Buffer type at the clock tree root ........................ clkbuf_16

[Setup path]
  CP Cell Sequence ........................ nand4_1 -> a21oi_1 -> a21oi_1 -> nand4_1 -> o31a_1 -> clkdlybuf4s50_1
  Gate family responsible for the most delay along the worst path ........................ AND-OR/OR-AND gates
  Crit path DRT ........................ 13.92 ns
  CP Launch Type ........................ flip-flop
  Maximum net fanout on the critical path ........................ 4
  CP Class ........................ reg -> out
  Count of buffer and inverter cells on the critical path ........................ 1
  Element type at the critical path end ........................ primary output
  Cell at the slowest stage of the critical path ........................ a21oi_1
  Slowest Stage Delay on Critical Path ........................ 0.73 ns
  Data arrival time at the worst-slack endpoint ........................ 12.18 ns

[Place]
  I/O Buffers ........................ 150
  Worst setup slack before clock tree synthesis ........................ 1.85 ns
  Post-detail-place hpwl ........................ 303 mm
  Routability-driven placement congestion ratio ........................ 1.09

[Global route]
  Vias in the first global route ........................ 62300
  First-pass GRT wire length ........................ 621 mm
  Total GRT Usage ........................ 0.484
  Pin count of the biggest net entering global routing ........................ 112
  Antenna violations before repair ........................ 80
  Total grt overflow ........................ 0

[Power and ir drop]
  Fraction of power consumed by the clock network ........................ 0.363
  Share of total power in combinational logic ........................ 0.180
  Internal Pwr Total ........................ 0.00501 W
  Power after layout ........................ 0.00771 W
  Net Sw Frac ........................ 0.350
  Register share of total power ........................ 0.457
  Max IR drop VDD ........................ 91.9 uV
  Static leakage ........................ 28.4 nW
  Switching power total ........................ 0.00270 W
  PD cells ........................ 111 nW/um2

[Flow run]
  Reported max-cap violation count ........................ 1
  Number of logged tool warnings ........................ 51

[Hold path]
  Worst Hold Class ........................ reg -> reg

[Status]
  Violations in the final reports ........................ max-capacitance violations, max-slew violations
  Result of the run ........................ finished with violations

----------------------------------------------------
[worst paths after layout]
kind                                  startpoint  depth (start not counted)            endpoint  slack [ns]
max in group asynchronous                    rst                          4    register[31][25]        3.77
worst max-delay path             register[21][3]                          6  test_reg_result[3]        1.74
worst max register to register  register[18][11]                          1    register[18][11]       16.39
min in group asynchronous                    rst                          2    register[29][19]       11.82
worst min-delay path             register[2][29]                          1     register[2][29]        0.50
worst min register to register   register[2][29]                          1     register[2][29]        0.50
[cell families after synthesis]
kind of cell | synth area share
simple gates | 0.210
compound gates | 0.131
mux | 0.192
flops | 0.416
buf+inv | 0.0518
[per-stage QoR]
step	TNS, ns	cell area (um2)	cells	utilization
after floorplan	-8004.17	59700	5973	-
after global placement	0	65300	8470	0.331
after detailed placement	0	65300	8470	0.331
after CTS	0	69600	8694	0.352
after global routing	0	69600	8702	0.352
final	0	69800	8765	0.353
[cell usage in the layout, fill, tap and decap left out, types with 41 or more instances in the layout]
| cell type | Yosys | final |
|---|---|---|
| a21oi_1 | 130 | 130 |
| nor4_1 | 69 | 67 |
| clkbuf_16 | 0 | 121 |
| and4_1 | 80 | 80 |
| nand3_1 | 1086 | 1083 |
| buf_4 | 23 | 378 |
| clkdlybuf4s50_1 | 0 | 137 |
| a31oi_1 | 98 | 98 |
| nand4_1 | 317 | 317 |
| nor3_1 | 48 | 41 |
| nand2_1 | 75 | 59 |
| a22oi_1 | 480 | 480 |
| mux2_2 | 1006 | 1006 |
| a22o_1 | 74 | 74 |
| dfrtn_1 | 992 | 992 |
| and3_1 | 274 | 270 |
| a2111oi_0 | 80 | 80 |
| diode_2 | 0 | 71 |
| a222oi_1 | 58 | 58 |
[cell type report]
class | count | area, um2 | area share
inverter | 18 | 71.3 | 0.00102
clock inverter | 63 | 821 | 0.0118
sequential | 992 | 24800 | 0.356
multi-input combinational | 4272 | 32400 | 0.465
clock buffer | 161 | 3430 | 0.0491
timing repair buffer | 548 | 4730 | 0.0679
antenna | 71 | 178 | 0.00255
tap | 2640 | 3300 | 0.0473
[routing by layer]
metal	track usage	routed length (um)
met1	0.578	167000
met2	0.612	182000
met3	0.304	79100
met4	0.378	49600
met5	0.0457	1900
[power by group through the flow]
stage | sequential (W) | combinational [W] | clock [W]
after CTS | 0.00347 | 0.00132 | 0.00281
after global routing | 0.00354 | 0.00141 | 0.00288
final | 0.00353 | 0.00138 | 0.00280
No activity file was given, so power comes from the tool's default toggle rates.
